`./config.mk`:
```
export PLATFORM = sky130hd
export DESIGN_NAME = SDRAMControl
export DESIGN_NICKNAME = SDRAMControl
export VERILOG_FILES = /design/flow/design.v
export SDC_FILE = /design/flow/constraint.sdc
export NUM_CORES = 4
export LEC_CHECK = 1
export CORE_AREA = 10 10 95 95
export DIE_AREA = 0 0 105 105
```
`./constraint.sdc`:
```
current_design SDRAMControl

set clk_period 5.4
set clk_io_pct 0.2

create_clock -name clk0 -period $clk_period [get_ports {Clock}]

set non_clock_inputs [all_inputs -no_clocks]
set_input_delay [expr $clk_period * $clk_io_pct] -clock clk0 $non_clock_inputs
set_output_delay [expr $clk_period * $clk_io_pct] -clock clk0 [all_outputs]
```
`./design.v`:
```
`timescale 1ns / 1ps
module SDRAMControl(Clock,
                    Reset,
                    Ready,
                    Done,
                    DataValid,
                    ReadRequest,
                    WriteRequest,
                    OutputEnable,
                    WriteData,
                    Address,
                    Mask,
                    RAM_CLK,
                    RAM_CLKE,
                    RAM_DQMH,
                    RAM_DQML,
                    RAM_CS_,
                    RAM_RAS_,
                    RAM_CAS_,
                    RAM_WE_,
                    RAM_BA,
                    RAM_A,
                    RAM_DQ,
						  CurrentState);
    input           Clock;
    input           Reset;
    output reg      Ready;
    output reg      Done;
    output reg      DataValid;
    input           ReadRequest;
    input           WriteRequest;
    input           OutputEnable;
    input   [31:0]  WriteData;
    input   [23:0]  Address;
    input           Mask;
    output             RAM_CLK;
    output             RAM_CLKE;
    output reg         RAM_DQMH;
    output reg         RAM_DQML;
    output reg         RAM_CS_;
    output reg         RAM_RAS_;
    output reg         RAM_CAS_;
    output reg         RAM_WE_;
    output reg [1:0]   RAM_BA;
    output reg [12:0]  RAM_A;
    inout   [31:0]  RAM_DQ;
    output reg [4:0] CurrentState;	
    wire    [12:0]  RowAddr;
    wire    [1:0]   BankAddr;
    wire    [8:0]   ColAddr;
	 reg     [31:0]  TimerIN;
    wire            TimerRSLT;
    assign {RowAddr, BankAddr, ColAddr} = Address;
    assign RAM_CLK = ~Clock;
    assign RAM_CLKE = 1'b1;
    assign RAM_DQ = OutputEnable ? WriteData : 32'bz;
	 parameter 	INITIAL =		5'b00000,
					PRECHARGE =		5'b00001,
					RFC1 =			5'b00010,
					REFRESH1 =		5'b00011,
					REFRESH2 =		5'b00100,
					IDLE =			5'b00101,
					RACTIVE =		5'b00110,
					READCOL =		5'b00111,
					CASWAIT =		5'b01000,
					READSTATE =		5'b01001,
					WACTIVE =		5'b01011,
					WRITECOL =		5'b01100,
					WRITESTATE =	5'b01101,
					WRITEWAIT =		5'b01110,
					INITIAL1 =		5'b11111,
					RFC2 =			5'b11110,
					LOADMODE =		5'b11101,
					Com_NOP				=	4'b0111,
					Com_PRECHARGE		=	4'b0010,
					Com_AUTOREFRESH	=	4'b0001,
					Com_LOADMODEREG	=	4'b0000,
					Com_ACTIVE			=  4'b0011,
					Com_READ				=	4'b0101,
					Com_WRITE			=	4'b0010;
	 Timer myTimer(  .Clock(Clock),   .In(TimerIN),
                    .Out(TimerRSLT)               );	 
	always @(posedge Clock) begin
		if (Reset) begin
			CurrentState <= INITIAL;
			TimerIN = 32'd2800;
			{Ready, Done, DataValid} = 3'b0;
			{RAM_CS_, RAM_RAS_, RAM_CAS_, RAM_WE_} = Com_NOP;
		end else begin
			case (CurrentState)
				INITIAL: begin
					if (TimerRSLT) begin
						CurrentState = PRECHARGE;
					end
					{RAM_CS_, RAM_RAS_, RAM_CAS_, RAM_WE_} = Com_NOP;
				end
				PRECHARGE: begin
					CurrentState = REFRESH1;
					{RAM_CS_, RAM_RAS_, RAM_CAS_, RAM_WE_} = Com_PRECHARGE;
				end
				REFRESH1: begin
					TimerIN = 32'd215;
					CurrentState = RFC1;
					{RAM_CS_, RAM_RAS_, RAM_CAS_, RAM_WE_} = Com_AUTOREFRESH;				
				end
				RFC1: begin
					if (TimerRSLT) begin
						TimerIN = 0;
						CurrentState = REFRESH2;
					end
					{RAM_CS_, RAM_RAS_, RAM_CAS_, RAM_WE_} = Com_NOP;					
				end
				REFRESH2: begin
					TimerIN = 32'd215;
					CurrentState = RFC2;
					{RAM_CS_, RAM_RAS_, RAM_CAS_, RAM_WE_} = Com_AUTOREFRESH;				
				end
				RFC2: begin
					if (TimerRSLT) begin
						TimerIN = 0;
						CurrentState = LOADMODE;
					end
					{RAM_CS_, RAM_RAS_, RAM_CAS_, RAM_WE_} = Com_NOP;					
				end
				LOADMODE: begin
					CurrentState = IDLE;
					{RAM_CS_, RAM_RAS_, RAM_CAS_, RAM_WE_} = Com_LOADMODEREG;
				end
				IDLE: begin
					if (ReadRequest) begin
						CurrentState = RACTIVE;
					end else if (WriteRequest) begin
						CurrentState = WACTIVE;
					end
					Ready = 1'b1;
					DataValid = 1'b0;
					Done = 1'b0;
					{RAM_CS_, RAM_RAS_, RAM_CAS_, RAM_WE_} = Com_NOP;
				end
				RACTIVE: begin
					CurrentState = READCOL;
					Ready = 1'b0;
					{RAM_CS_, RAM_RAS_, RAM_CAS_, RAM_WE_} = Com_ACTIVE;
					RAM_A = RowAddr;
					RAM_BA = BankAddr;
					RAM_DQML = 1'b0;
					RAM_DQMH = 1'b0;
				end
				READCOL: begin
					CurrentState = CASWAIT;
					{RAM_CS_, RAM_RAS_, RAM_CAS_, RAM_WE_} = Com_READ;
					RAM_A = {4'b0, ColAddr};
					RAM_BA = BankAddr;
				end
				CASWAIT: begin
					CurrentState = READSTATE;
					TimerIN = 32'd8;
					{RAM_CS_, RAM_RAS_, RAM_CAS_, RAM_WE_} = Com_NOP;
				end
				READSTATE: begin
					if (TimerRSLT) begin
						CurrentState = IDLE;
						Done = 1'b1;
					end
					DataValid = 1'b1;
					{RAM_CS_, RAM_RAS_, RAM_CAS_, RAM_WE_} = Com_NOP;
				end
				WACTIVE: begin
					CurrentState = WRITECOL;
					Ready = 1'b0;
					{RAM_CS_, RAM_RAS_, RAM_CAS_, RAM_WE_} = Com_ACTIVE;
					RAM_A = RowAddr;
					RAM_BA = BankAddr;
					RAM_DQML = 1'b0;
					RAM_DQMH = 1'b0;
				end
				WRITECOL: begin
					CurrentState = WRITESTATE;
					TimerIN = 32'd7;
					{RAM_CS_, RAM_RAS_, RAM_CAS_, RAM_WE_} = Com_WRITE;
					RAM_A = {4'b0010, ColAddr};
					RAM_BA = BankAddr;
				end
				WRITESTATE: begin
					if (TimerRSLT) begin
						CurrentState = WRITEWAIT;
						TimerIN = 32'd2;
					end
					{RAM_CS_, RAM_RAS_, RAM_CAS_, RAM_WE_} = Com_NOP;
				end
				WRITEWAIT: begin
					if (TimerRSLT) begin
						CurrentState = IDLE;
					end
					{RAM_CS_, RAM_RAS_, RAM_CAS_, RAM_WE_} = Com_NOP;
				end
			endcase
		end
	end
endmodule
`timescale 1ns / 1ps
module Timer(Clock, In, Out);
	input Clock;
	input [31:0] In;
	output reg Out;
	reg [31:0] Current;
	always @ (posedge Clock) begin
		Current = (Current != 32'b0) ? (Current - 1) : 32'b0;
		Out = (Current == 32'b0) ? 1'b1 : 1'b0;
	end
	always @ (In) begin
		Current = In;
		Out = 1'b0;
	end
endmodule
```
`./run.sh`:
```
#!/bin/bash
# OpenROAD 26Q1-2900-gdf79404cd8, Yosys 0.63+post, stock flow scripts
make -C /OpenROAD-flow-scripts/flow DESIGN_CONFIG=/design/flow/config.mk WORK_HOME=/design/flow/orfs finish
```
==> flow_summary.json <==
{
  "power.total_w": 0.000676,
  "grt_usage": 0.0716,
  "clkTransAtPathRegs_ps": 90,
  "synth_top_cell_by_count": "buf_4",
  "leakage_nw": 0.771,
  "num_vias": 1344,
  "tns_ps": 0,
  "dpl_cell_area_sq_um": 2090,
  "drc": 0,
  "hold_path_class": "flop to flop",
  "ys_cells": 194,
  "wl_mm": 4.18,
  "htree_levels": 1,
  "via_per_inst": 4.42,
  "tightest_slew_ps": 787,
  "grt-ovfl-total": 0,
  "fp-utilization": 0.251,
  "synth.distinct_cells": 42,
  "reg2reg_slack_ps": 3160,
  "yosysChipArea_sq_um": 1730,
  "ys_ff": 25,
  "drive_above_1_share": 0.0865,
  "async_flop_share": 0,
  "stdcell_area_sq_um": 2150,
  "worstSetupPathType": "clock port to output port",
  "gp_congestion": 0.825,
  "fill_cells": 730,
  "wl_per_cell_um": 13.7,
  "grt_antenna_before_repair": 0,
  "worstSkewPairLatency_ps": 270,
  "cts_buffer_depth": 2,
  "r2r_end": "RAM_A[3]",
  "required_ps": 4320,
  "worstHoldStart": "DataValid",
  "hold_depth": 2,
  "flop_cell": "edfxtp_1",
  "layout.cells.non_filler": 304,
  "syn_avg_cell_area_sq_um": 8.93,
  "portBuffers": 53,
  "netlist_instances": 194,
  "rows": 30,
  "worstReg2RegStart": "CurrentState[3]",
  "dpl.hpwl_mm": 3.10,
  "die_width_um": 105,
  "cts_tree": "done",
  "drv_slew": 0,
  "hold_slack_ps": 513,
  "power_density_nw_per_um2": 314,
  "hold-path-endpoint": "DataValid",
  "chipArea_sq_um": 11000,
  "rsz0062_at_grt": "no",
  "path_max_fanout": 15,
  "ios": 125,
  "yosys_warnings": 3,
  "vdd_drop_max_uv": 90.0,
  "worstSetupStartpointType": "clock port",
  "core_sq_um": 6910,
  "post_cts_buffers": 0,
  "outcome": "completed",
  "syn_area_sq_um": 1730,
  "grt_pass1_vias": 1306,
  "warning_count": 29,
  "finClkSkew_ps": 6.34,
  "numCtsBuffers": 3,
  "first_iter_violations": 90,
  "postCtsResizedCells": 0,
  "crit_path_end_kind": "output port",
  "root_buffer": "clkbuf_8",
  "yosys-top-cells-area": "edfxtp_1, buf_4, dfxtp_1",
  "edf_count": 15,
  "cap_violations": 0,
  "critPathArrivalTime_ps": 3490,
  "synthTopCellsByCount": "buf_4, nor2_1, edfxtp_1, dfxtp_1, inv_1",
  "ant_nets": 0,
  "synth_seq_share": 0.376,
  "yosys.area.top_type": "edfxtp_1",
  "grt_first_pass_wirelength_mm": 6.69,
  "area_growth_pct": 24.4,
  "grt_max_degree": 26,
  "cts_hold_buf": 0,
  "dp_cells": 300,
  "drt_first_pass_iters": 4,
  "relSlewSlack": 0.475,
  "r2r_cells": 3,
  "setup_viol": 0,
  "insertedDiodeCount": 0,
  "top_cell_area_share": 0.260,
  "hold_viol_final": 0,
  "die_h_um": 105
}
## final cells by class
cell class / count / area (sq um) / area share
Clock buffer: 5 / 76.3 / 0.0354
Clock inverter: 1 / 3.75 / 0.00174
Inverter: 9 / 33.8 / 0.0157
Multi-Input combinational cell: 113 / 727 / 0.337
Sequential cell: 25 / 651 / 0.302
Tap cell: 96 / 120 / 0.0557
Timing Repair Buffer: 55 / 543 / 0.252
## worst max-delay path, cell delays in order
cell	delay (ps)
clkbuf_8	110
clkbuf_8	160
inv_1	60
clkdlybuf4s50_1	450
## registers in the layout, summed over array words and instances (netlist names)
signal	cells
DataValid	1
RAM_CAS_	1
RAM_BA	2
RAM_A	13
RAM_WE_	1
CurrentState	5
RAM_RAS_	1
Ready	1
## report_power, final
| group | internal, W | switching, W | leakage [nW] |
|---|---|---|---|
| combinational | 0.000133 | 0.000122 | 0.511 |
| clock | 0.0000936 | 0.0000666 | 0.0431 |
| sequential | 0.000222 | 0.0000394 | 0.218 |
## metal layers
| metal | GRT usage | wire [um] | vias to the layer above |
|---|---|---|---|
| met5 | 0 | 0 | - |
| met4 | 0.0186 | 40 | 0 |
| met3 | 0.0174 | 301 | 4 |
| met2 | 0.108 | 1940 | 52 |
| met1 | 0.101 | 1890 | 617 |
| li1 | - | - | 671 |
## layout by cell type, fill, tap and decap left out, types with 2 or more instances in the layout
master / count
clkdlybuf4s50_1: 53
nor2_1: 18
edfxtp_1: 15
dfxtp_1: 10
inv_1: 10
a21oi_1: 9
o21ai_0: 9
nand2b_1: 7
nor3_1: 7
mux2_4: 6
conb_1: 5
nand2_1: 4
mux2_2: 3
o31ai_1: 3
nor2b_1: 3
a2111oi_0: 3
o22ai_1: 3
a211oi_1: 3
clkbuf_8: 3
buf_4: 3
nand3b_1: 2
a21o_1: 2
o21bai_1: 2
and2_0: 2
nand3_1: 2
o211ai_1: 2
or3_1: 2
a31oi_1: 2
o32ai_1: 2
## logic make-up after synthesis
family                    after synthesis  share of synthesized area
AOI/OAI and AO/OA                      46                      0.178
xor gates and xnor gates                1                    0.00506
buffers and inverters                  59                      0.214
DFF                                    25                      0.376
muxes                                   9                     0.0715
other                                   2                    0.00434
and+or+nand+nor                        52                      0.152
## through the flow
stage	util	worst slack, ps
global route	0.312	772
detailed placement	0.302	1160
global placement	0.302	1160
floorplan	-	1610
finish	0.312	830
CTS	0.312	800
## worst max-delay path by stage
stage         startpoint  endpoint  slack [ps]  depth (start not counted)
CTS                Clock   RAM_CLK         800                          4
finish             Clock   RAM_CLK         830                          4
global route       Clock   RAM_CLK         770                          4
Power is estimated from default activity; no workload was simulated.
