<file path="./config.mk">
export PLATFORM = sky130hd
export DESIGN_NAME = ButtonParse
export DESIGN_NICKNAME = ButtonParse
export VERILOG_FILES = /design/flow/design.v
export SDC_FILE = /design/flow/constraint.sdc
export NUM_CORES = 4
export LEC_CHECK = 1
export CORE_AREA = 10 10 73 73
export DIE_AREA = 0 0 83 83
</file>
<file path="./constraint.sdc">
current_design ButtonParse

set clk_period 1.6
set clk_io_pct 0.2

create_clock -name clk0 -period $clk_period [get_ports {Clock}]

set non_clock_inputs [all_inputs -no_clocks]
set_input_delay [expr $clk_period * $clk_io_pct] -clock clk0 $non_clock_inputs
set_output_delay [expr $clk_period * $clk_io_pct] -clock clk0 [all_outputs]
</file>
<file path="./design.v">
module ButtonParse(In, Out, Clock, Reset, Enable);
	parameter		width =			1,
				edgewidth =		3,
				edgeupwidth =		2,
				debwidth =		16,
				debsimwidth =		4,
				edgetype =		0,
				related =		1,
				enableedge =		0;
	input	[width-1:0]	In;
	output	[width-1:0]	Out;
	input			Clock, Reset, Enable;
	wire	[width-1:0]	Debounced;
	wire	[width-1:0]	Half;
	genvar			i;
	generate for (i = 0; i < width; i = i + 1) begin:BP
			Debouncer	#(	.width(			debwidth),
						.simwidth(		debsimwidth))
					D(	.In(			In[i] & (related ? ~|(Half & ~(1 << i)) : 1'b1)),
						.Out(			Debounced[i]),
						.Clock(			Clock),
						.Reset(			Reset),
						.Enable(		Enable),
						.Half(			Half[i]));
			if (edgetype != 3) begin
				EdgeDetect	#(	.width(		edgewidth),
							.upwidth(	edgeupwidth),
							.type(		edgetype))
						ED(	.In(		Debounced[i]),
							.Out(		Out[i]),
							.Clock(		Clock),
							.Reset(		Reset),
							.Enable(	enableedge ? 1'b1 : Enable));
			end
			else begin
				assign	Out[i] =			Debounced[i];
			end
		end
	endgenerate
endmodule
		// synthesis translate_off    // if XST then stop compiling
		// synthesis translate_on     // if XST then resume compiling
module	Debouncer(In, Out, Clock, Reset, Enable, Half);
	parameter		width =			16,
				simwidth =		4;
	input			Clock, Reset, Enable;
	input			In;
	output			Out;
	output			Half;
	reg			Out;
	reg	[simwidth-1:0]	Count;
	assign	Half =				Count[simwidth-1];
	// synthesis translate_off
	initial Count = 0;
	// synthesis translate_on
	always @ (posedge Clock) begin
		if (Reset) Count <=						0;
		else if (Enable) begin
			if (In && (~&Count)) Count <=				Count + 1;
			else if (~In && |Count) Count <=			Count - 1;
		end
	end
	always @ (posedge Clock) begin
		if (Reset) Out <=						In;
		else if (Enable) begin
			if (&Count) Out <=					1;
			else if (~|Count) Out <=				0;
		end
	end
endmodule
module EdgeDetect(In, Out, Clock, Reset, Enable);
	parameter		width = 		3,
				upwidth = 		2,
				type =			0;
	input			In;
	output			Out;
	input			Clock, Reset, Enable;
	reg	[width-1:0]	Q;
	reg			Out;
	always @ (*) begin
		case (type)
			0:	Out =		(~|(Q[width-1:upwidth])) & (&(Q[upwidth-1:0]));
			1:	Out =		(&(Q[width-1:upwidth])) & (~|(Q[upwidth-1:0]));
			2:	Out =		((~|(Q[width-1:upwidth])) | (&(Q[width-1:upwidth]))) ^ ((~|(Q[upwidth-1:0])) | (&(Q[upwidth-1:0])));
			default:Out =		1'b0;
		endcase
	end
	always @ (posedge Clock) begin
		if (Reset) Q <=			0;
		else if (Enable) Q <=		{Q[width-2:0], In};
	end
endmodule
</file>
<file path="./run.sh">
#!/bin/bash
# OpenROAD 26Q1-2900-gdf79404cd8, Yosys 0.63+post, stock flow scripts
make -C /OpenROAD-flow-scripts/flow DESIGN_CONFIG=/design/flow/config.mk WORK_HOME=/design/flow/orfs finish
</file>
==> impl_metrics.csv <==
group,metric,value,unit
yosys,ys_seq_share,38.20,%
status,violations,"setup timing",
yosys,ys_chip_area,445.4,µm²
sta,worst_pin_slew,0.3827,ns
run,warnings,28,
placed_design,place_ws,-0.5924,ns
global_routing,overflow,0,
drt,vias,418,
sta,slew_headroom,74.41,%
yosys,syn-cell-area,445.4,µm²
drt,wirelength,1103,µm
cts,path_clk_slew,0.05,ns
sta,setup_viol,1,
layout,syn_to_final_growth,68.26,%
power_and_ir_drop,finalPower,688.8,µW
floorplanning,die_width,83,µm
status,run_status,"finished with violations",
layout,final-comb-area,320.3,µm²
layout,n_fill_cell,404,
cts,h-tree-depth,1,
worst_hold_path,hp-class,"reg -> reg",
sta,worst_slack,-0.1411,ns
drt,avgRoutedWirePerCell,9.427,µm
sta,finalMaxSlewViolations,0,
sta,max_freq,0.5743,GHz
yosys,yosysWarnings,3,
setup_path,cp_data_required_time,1.72,ns
sta,hold_viol,0,
yosys,netlist_instances,49,
cts,root_buffer,"clkbuf_8",
drt,ant_nets,0,
power_and_ir_drop,p_per_area,919.0,nW/µm²
setup_path,cp_data_arrival_time,1.86,ns
yosys,ys_ff,8,
placed_design,hpwl,704.5,µm
layout,drive_gt1_share,49.28,%
sta,rsz0062_at_grt,"yes",
yosys,syn_area_per_cell,9.090,µm²
cts,cts_tree,"done",
power_and_ir_drop,leakage,0.3166,nW
floorplanning,io_pins,5,
cts,clockBufferDepth,2,
run,cap_viol_max_count,0,
layout,register_area,176.4,µm²
cts,clock_latency,0.23,ns
cts,clock-sinks,8,
global_routing,antenna_found_initial,0,
placed_design,io_buffers,4,
setup_path,crit_fanout,2,
cts,tritoncts.num_buffers,3,
power_and_ir_drop,ir_worst_vdd,741.5,µV
floorplanning,rows,22,
sta,finalSetupTns,-0.1411,ns
layout,fin_util,20.02,%
global_routing,grt_pass1_vias,413,
floorplanning,die_area,6889,µm²
placed_design,gp_congestion,0.8307,
yosys,synth_cell_types,22,
yosys,ys_cells,49,
global_routing,grtUsageTotal,3.152,%
setup_path,end_kind,"register",
sta,fin_skew,0.009438,ns
drt,drt_pre_antenna_iters,4,
setup_path,critPathKind,"reg -> reg",
sta,fin_crit,1.741,ns
floorplanning,core_area,3744,µm²
drt,post_drt_via_cell_ratio,3.573,
drt,drtIter0Drc,25,
setup_path,start_kind,"register",
global_routing,grt_start_max_net_pins,10,
floorplanning,floorplan.core_util,11.90,%
global_routing,grt_pass1_wl,1856,µm
sta,period_used_share,108.8,%
drt,n_antenna_cell,0,
floorplanning,die_h,83,µm
drt,drcViolationCount,0,
[worst paths after layout]
path	from	endpoint	slack (ns)	depth (start not counted)
setup / recovery	BP[0].D.Count[2]	BP[0].D.Count[3]	-0.14	7
hold / removal	BP[0].genblk1.ED.Q[2]	BP[0].genblk1.ED.Q[2]	0.49	2
setup reg to reg	BP[0].D.Count[2]	BP[0].D.Count[3]	-0.14	7
hold reg to reg	BP[0].genblk1.ED.Q[2]	BP[0].genblk1.ED.Q[2]	0.49	2
[power breakdown]
part	total (mW)	switching, mW	internal (mW)	leakage [nW]
combinational	0.193	0.0893	0.104	0.224
clock	0.260	0.0867	0.173	0.0228
sequential	0.236	0.00943	0.226	0.0697
[per-stage QoR]
stage,cells,cell area [µm²],hold slack [ns]
floorplan,49,452.9,0.4480
global placement,108,611.8,0.4661
detailed placement,108,611.8,0.4858
CTS,116,716.9,0.4980
global route,117,749.5,0.5217
finish,117,749.5,0.4914
[Yosys cell counts]
master / instances / area share [%]
mux2_2: 1 / 2.5
or4_4: 1 / 2.5
clkbuf_1: 1 / 0.84
nand3b_1: 1 / 1.7
nand3_2: 1 / 2.2
fa_1: 1 / 4.5
ha_1: 2 / 5.6
nand2_1: 7 / 5.9
a21o_1: 2 / 3.4
buf_2: 1 / 1.1
nor2b_1: 1 / 1.4
mux2_1: 1 / 2.5
edfxtp_1: 1 / 6.7
mux2i_1: 4 / 9.0
nor2_1: 5 / 4.2
inv_1: 1 / 0.84
dfxtp_1: 7 / 31
o21ai_0: 2 / 2.2
a21oi_1: 4 / 4.5
nand3_1: 3 / 3.4
xor2_1: 1 / 2.0
nand4_1: 1 / 1.4
[area by class of cell]
type	count	area share (%)
Timing Repair Buffer	18	19.20
Multi-Input combinational cell	38	42.74
Sequential cell	8	23.54
Clock buffer	4	6.010
Inverter	1	0.5008
Tap cell	48	8.013
[registers in the layout, summed over array words and instances (netlist names)]
signal,count
BP.D.Count,4
BP.genblk1.ED.Q,3
BP.D.Out,1
[worst max-delay path, cell delays in order, from the launching register on]
cell     delay (ns)
dfxtp_2        0.32
nand4_1        0.13
nand2_2        0.12
ha_4           0.20
a21o_1         0.16
a21oi_2        0.13
mux2i_1        0.24
mux2_1         0.33
[cell usage in the layout (no fill, tap or decap), drive strengths merged]
cell type	n
buf	14
nand2	7
dfxtp	7
nor2	5
mux2i	4
a21oi	4
clkbuf	4
nand3	4
clkdlybuf4s50	3
a21o	2
ha	2
o21ai	2
mux2	2
edfxtp	1
nand4	1
or4	1
inv	1
xor2	1
nand3b	1
nor2b	1
fa	1
dlygate4sd2	1
[cell families (layout without fill, tap and decap cells)]
kind of cell               after synthesis  in the layout  share of synthesized area (%)
and+or+nand+nor                         20             20                          22.76
AOI/OAI and AO/OA                        8              8                          10.11
DFF                                      8              8                          38.20
muxes                                    6              6                          14.04
adders and majority gates                3              3                          10.11
buffers and inverters                    3             23                          2.806
xor gates and xnor gates                 1              1                          1.967
[what timing repair did]
| action | in CTS | in global routing |
|---|---|---|
| pin swaps | 8 | 6 |
| resized | 6 | 7 |
| gates cloned | 0 | 0 |
| setup endpoints to repair | 2 | 5 |
| setup buffers | 4 | 1 |
| hold buffers | 0 | 0 |
[metal layers]
metal	track usage, %	part of all wire [%]
met5	0	0
met4	0.1538	0
met3	1.870	7.2
met2	3.841	39
met1	4.712	54
Power and IR drop assume default switching activity.
