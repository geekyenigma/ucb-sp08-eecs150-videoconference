## flow/design.v

```verilog
`timescale 1ns / 1ps
module AddressCounter(  Clock,
                        Reset,
                        AddressOut,
                        Count,
                        Bank,
								row,
								col);
    input               Clock;
    input               Reset;
    output      [23:0]  AddressOut;
    input               Count;
    input       [1:0]   Bank;
	output [12:0] row;
	output [8:0] col;
	 reg			[12:0]	row;
	 reg			[8:0]		col;
	 always @(posedge Clock) begin
		if (Reset) begin
			row = 12'b000000000000;
			col = 9'b000000000;
		end
		else if (Count) begin
			if (col == 199) begin
				col = 9'b000000000;
				row = row+1;
			end
			else begin
				col = col+1;
			end
		end
	 end
endmodule
```

## flow/config.mk

```make
export PLATFORM = sky130hd
export DESIGN_NAME = AddressCounter
export DESIGN_NICKNAME = AddressCounter
export VERILOG_FILES = /design/flow/design.v
export SDC_FILE = /design/flow/constraint.sdc
export NUM_CORES = 4
export LEC_CHECK = 1
export CORE_AREA = 10 10 103 103
export DIE_AREA = 0 0 113 113
```

## flow/constraint.sdc

```tcl
current_design AddressCounter

set clk_period 2.3
set clk_io_pct 0.2

create_clock -name clk0 -period $clk_period [get_ports {Clock}]

set non_clock_inputs [all_inputs -no_clocks]
set_input_delay [expr $clk_period * $clk_io_pct] -clock clk0 $non_clock_inputs
set_output_delay [expr $clk_period * $clk_io_pct] -clock clk0 [all_outputs]
```

## flow/run.sh

```bash
#!/bin/bash
# OpenROAD 26Q1-2900-gdf79404cd8, Yosys 0.63+post, stock flow scripts
make -C /OpenROAD-flow-scripts/flow DESIGN_CONFIG=/design/flow/config.mk WORK_HOME=/design/flow/orfs finish
```

==> impl_metrics.env <==
# physical design summary
export IMPL_ys_sh_simple_pct=24.92
export IMPL_crit_arrival_ps=2400
export IMPL_power_leakage_nw=0.5169
export IMPL_pre_cts_slack_ps=-7.354
export IMPL_antenna_found_initial=0
export IMPL_post_cts_buffers=0
export IMPL_drv_slew=0
export IMPL_core_area_mm2=0.008299
export IMPL_xor_area_share_pct=8.946
export IMPL_htreeDepth=1
export IMPL_crit_chain="or4_4, or4_1, or3_1, a21oi_1"
export IMPL_ys_types=26
export IMPL_drtPass1Iterations=4
export IMPL_routedWlPerCell_um=10.82
export IMPL_timing_hold_violations_final=0
export IMPL_cts_tree="done"
export IMPL_num_vias=979
export IMPL_syn_to_final_growth_pct=30.78
export IMPL_ctsHoldBuffers=0
export IMPL_viasPerCell=3.560
export IMPL_final_antenna_net_count=0
export IMPL_synth_area_per_cell_um2=8.332
export IMPL_clock_fmax_mhz=454.5
export IMPL_gp_congestion=0.7655
export IMPL_warnings=27
export IMPL_crit_required_ps=2500
export IMPL_grt_usage_pct=4.338
export IMPL_crit_path_max_fanout=8
export IMPL_status="complete, no violations"
export IMPL_grt_max_degree=16
export IMPL_skew_ps=6.573
export IMPL_routed_wl_um=2975
export IMPL_cts_buffers_inserted=3
export IMPL_die_x_um=113
export IMPL_r2r_start="col[8]$_SDFFE_PP0P_"
export IMPL_clock_path_buffers=2
export IMPL_crit_path_start_kind="register"
export IMPL_portBuffers=24
export IMPL_hold_path_class="register to register"
export IMPL_fin_crit_ps=2200
export IMPL_remaining_drc_errors=0
export IMPL_io_pins=51
export IMPL_clk_pin_slew_ps=80
export IMPL_finalSetupTns_ps=0
export IMPL_mux_area_share_pct=1.704
export IMPL_min_period_over_period_pct=95.66
export IMPL_synth_stat_cells=141
export IMPL_drive_above_1_share_pct=7.647
export IMPL_syn_area_mm2=0.001175
export IMPL_crit_type="register to register"
export IMPL_cts_sinks=22
export IMPL_drtIter0Drc=40
export IMPL_maxCapViolations=0
export IMPL_netlist_logic_family_top="simple AND/OR/NAND/NOR gates"
export IMPL_p_per_area_mw_per_mm2=454.4
export IMPL_irDropWorstVdd_uv=232.6
export IMPL_grt_pass1_wl_um=4650
export IMPL_grt_pass1_vias=904
export IMPL_dp_cells=271
export IMPL_worstHoldStart="row[12]$_SDFFE_PP0P_"
export IMPL_overflow=0
export IMPL_setup_violations_final=0
export IMPL_slowest_delay_ps=670
export IMPL_cts_root_buf="clkbuf_8"
export IMPL_worst_setup_path_end_kind="register"
export IMPL_clock_latency_late_pin_ps=260
export IMPL_synth_warnings=25
export IMPL_die_area_mm2=0.01277
export IMPL_num_rows=33
export IMPL_antenna_cells_inserted=0
export IMPL_final_cells=275
export IMPL_fin_ws_ps=99.77
export IMPL_setup_worst_path_start="col[8]$_SDFFE_PP0P_"
export IMPL_aoi_share_pct=6.816
export IMPL_slowest_stage="or4_1"
export IMPL_mostFrequentLayoutCells="24 x conb_1, 24 x clkdlybuf4s50_1, 22 x dfxtp_1"
export IMPL_syn_inst=141
export IMPL_synth_chip_area_mm2=0.001175
export IMPL_synth_seq_area_share_pct=37.49
export IMPL_ys_sh_adder_pct=2.130
export IMPL_fp_utilization_pct=14.16
export IMPL_post_cts_resized=0
export IMPL_hpwl_um=2335
export IMPL_fp_dieH_um=113
export IMPL_numSynthFlops=22
export IMPL_grt_setup_unrepaired="no"
cell usage after synthesis:
| cell type | count | share of area, % |
|---|---|---|
| buf_4 | 24 | 15 |
| dfxtp_1 | 22 | 37 |
| nor2_1 | 16 | 5.1 |
| xnor2_1 | 9 | 6.7 |
| a21oi_1 | 8 | 3.4 |
| o21ai_0 | 8 | 3.4 |
| nand2_1 | 7 | 2.2 |
| nand3_1 | 7 | 3.0 |
| or3_1 | 6 | 3.2 |
| nand4_1 | 4 | 2.1 |
| clkbuf_1 | 3 | 0.96 |
| inv_1 | 3 | 0.96 |
| nor3_1 | 3 | 1.3 |
| nor4_1 | 3 | 1.6 |
| xor2_1 | 3 | 2.2 |
| ha_1 | 2 | 2.1 |
| mux2i_1 | 2 | 1.7 |
| nand4b_1 | 2 | 1.5 |
| or4_4 | 2 | 1.9 |
| and2_1 | 1 | 0.53 |
| and3_1 | 1 | 0.53 |
| and4_1 | 1 | 0.75 |
| clkbuf_2 | 1 | 0.43 |
| conb_1 | 1 | 0.32 |
| or2_2 | 1 | 0.53 |
| or4_1 | 1 | 0.64 |
metal layers:
layer / global-route usage (%) / vias to the layer above / wire length, µm
met3: 2.083 / 0 / 231
met1: 6.018 / 448 / 1440
met5: 0 / - / 0
met2: 6.260 / 35 / 1303
met4: 0.1692 / 0 / 0
li1: - / 496 / -
area by class of cell:
class	count	area, µm²
Clock buffer	4	55.05
Sequential cell	22	440.4
Tap cell	105	131.4
Timing Repair Buffer	30	285.3
Multi-Input combinational cell	111	613.1
Fill cell	920	6763
Inverter	3	11.26
through the flow:
stage	utilization [%]	hold slack (ps)	total power, mW	area [µm²]
global route	18.51	543.6	0.7303	1536
finish	18.51	499.5	0.6982	1536
detailed placement	17.85	490.3	0.4315	1481
floorplan	-	438.8	0.4388	1261
global placement	17.85	484.2	0.4320	1481
CTS	18.51	503.5	0.7080	1536
where the power goes:
part | leakage (nW) | internal [mW] | switching, mW
sequential | 0.178 | 0.384 | 0.00429
clock | 0.0288 | 0.153 | 0.124
combinational | 0.311 | 0.0170 | 0.0156
flip-flops by register name, summed over array words and instances, names as in the netlist:
register and count:
col 9, row 13
worst max-delay path, delay by kind of cell, from the launching register on:
kind,cells,cell delay [ps]
AND/OR/NAND/NOR,3,1640
AND-OR/OR-AND,1,150
flip-flops,1,350
final timing paths:
path | slack [ps] | cells past startpoint | to
setup reg to reg | 100 | 4 | row[12]$_SDFFE_PP0P_
hold reg to reg | 500 | 2 | row[12]$_SDFFE_PP0P_
setup / recovery | 100 | 4 | row[12]$_SDFFE_PP0P_
hold / removal | 500 | 2 | row[12]$_SDFFE_PP0P_
kinds of logic after synthesis:
logic type	count (synthesis)
buf+inv	31
other cells	1
fa+ha+maj	2
xor+xnor	12
simple gates	55
mux	2
flops	22
compound gates	16
Power and IR drop assume default switching activity.
